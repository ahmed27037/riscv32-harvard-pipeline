$ cat flow/config.mk
export PLATFORM = sky130hd
export DESIGN_NAME = Data_Memory
export DESIGN_NICKNAME = Data_Memory
export VERILOG_FILES = /design/flow/design.v
export SDC_FILE = /design/flow/constraint.sdc
export NUM_CORES = 4
export LEC_CHECK = 1
export CORE_UTILIZATION = 30
$ cat flow/constraint.sdc
current_design Data_Memory

set clk_period 4.4
set clk_io_pct 0.2

create_clock -name clk0 -period $clk_period [get_ports {i_clk}]

set non_clock_inputs [all_inputs -no_clocks]
set_input_delay [expr $clk_period * $clk_io_pct] -clock clk0 $non_clock_inputs
set_output_delay [expr $clk_period * $clk_io_pct] -clock clk0 [all_outputs]
$ cat flow/design.v
`timescale 1ns / 1ps
module Data_Memory (
    input  wire        i_clk,
    input  wire        we,
    input  wire [31:0] i_data,
    input  wire [31:0] i_addr,
    output wire [31:0] o_data
);
    reg [31:0] ram [0:31];
    integer i;
    initial begin
        for (i = 0; i < 32; i = i + 1)
            ram[i] = 32'b0;
    end
    always @(posedge i_clk) begin
        if (we)
            ram[i_addr[4:0]] <= i_data;
    end
    assign o_data = ram[i_addr[4:0]];
endmodule
$ cat flow/run.sh
#!/bin/bash
# OpenROAD 26Q1-2900-gdf79404cd8, Yosys 0.63+post, stock flow scripts
make -C /OpenROAD-flow-scripts/flow DESIGN_CONFIG=/design/flow/config.mk WORK_HOME=/design/flow/orfs finish
==> run summary <==
The implementation run finished. The number of hold buffers added after CTS was 0. Total cell area reported by yosys after synthesis landed at 39100 sq um. The synthesized design contains 1024 register bits. The area taken by sequential standard cells is reported as 30700 sq um.

The synthesis report gives the async set-or-reset register share as 0%. Area of the core landed at 129000 sq um. The via count of the first global-routing pass was 21400. HPWL reported at the end of detailed placement landed at approximately 56 mm. Max capacitance violation total landed at 0.

The number of clock buffers added by TritonCTS is about 98. Total die size landed at approximately 130000 sq um. Final hold violation count landed at 0. Leakage power figure landed at 16.1 nW. Synthesized instance count landed at approximately 2100.

The number of antenna violations at the first check in global routing was 5. Violation count after the first detailed-route iteration landed at around 950. On the final layout, the worst hold slack is 1.04 ns. Per the post-run analysis, buffers plus inverters along the critical path come to 6. For this run, the total global-route usage over all layers was measured as around 15%. The final timing summary puts the cycle share of the worst path at 96.5%.

Peak fanout along the critical path landed at 16. Setup repair after global routing left no endpoint under its margin. Pin count of the biggest net entering global routing landed at 45. Final critical-path required period landed at 4.25 ns. Post-synth tally of flip-flops with integrated enable landed at 1024. After detailed routing, the total wire length is 96.0 mm. TritonRoute output was used to compute an average wire per cell of 23.1 um. Largest incremental delay on the critical path landed at 0.46 ns. In the setup report, the worst path falls into the class in2out. In this run the core area contains roughly 130 standard-cell rows. The netlist uses 22 different library cells.

Data arrives at the worst endpoint at 3.37 ns. Counting pins that exceed their max-slew limit in the final report gives 0. Antenna diode instance count landed at 0.

Total of buffers placed on input and output ports landed at 70. According to the floorplan report, the die height is approximately 360 um. Worst hold path stage count landed at 2. The cell family contributing the most delay on the critical path is buffers and inverters.

The startpoint identified for the worst hold timing path is i_data[20]. The slowest stage of the critical path is the clkdlybuf4s50_1 cell. Looking at the VDD voltage map, the peak drop is ~0.33 mV. The detail route stage leaves a number of antenna-violating nets equal to 0.

The worst setup path is launched from an input port. Power per cell area landed at around 430 nW/um^2. Number of remaining DRC errors landed at 0. Proportion of netlist area held by the largest area contributor landed at 78.6%. The most used flip-flop cell after synthesis is edfxtp_1. Relative slew slack landed at 35.0%. After clock tree synthesis, the clock-pin slew on the worst setup and hold paths is approximately 0.05 ns. In this run the layout overhead on the synthesized area is reported as 20.2%. The cell type that accounts for the most area after synthesis is edfxtp_1. The filler cells instantiated in the layout total 11700. Listed in order, past its start point the critical path passes dlygate4sd2_1 > buf_4 > buf_4 > nand4b_1 > buf_12 > buf_4 > o22ai_1 > nor4_1 > nand2_1 > clkdlybuf4s50_1. The endpoint of the worst hold path is reported as ram[1][20]$_DFFE_PP_.

CTS saw around 1000 sinks. The timing report shows the most common cell along the critical path to be buf_4. Via count landed at 20200.

The run finished with clean final reports. First-pass iteration count of the detailed router landed at 5. After synthesis, the design contains 2075 cells according to Yosys.

between 90 and 100 I/O pins were placed. Number of warning messages in the yosys log landed at 1. The register with the most flip-flops in the layout has 1024 of them. Ratio of cells with drive above 1 in the final layout landed at 16.4%. The area taken by multi-input combinational cells is reported as 7960 sq um.

After synthesis, flip-flops and latches occupy 78.6% of the total area. The tightest min-delay check is of the in2reg type. At the floorplan stage, the core utilization is reported as 30.2%. Cell area after synthesis landed at 39100 sq um. In the post-synthesis netlist, the biggest area contributors are edfxtp_1, mux2i_1, o22ai_1, buf_2, nor4_1.

X dimension of the die landed at approximately 360 um. Per the timing report, the achievable frequency comes out to 236 MHz. The first global-routing pass estimated about 140 mm of wire.

Summing over the stages, the warning tally comes to 53. Total congestion overflow after global routing landed at 0. Final tally of setup violations landed at 0. TritonCTS built the clock tree. For the worst setup path, the data required time is 3.52 ns. In the final timing run, aggregate negative setup slack is 0 ns. Average via count per standard cell landed at a little under 5. The placement summary gives the final routability congestion estimate as ~0.83. Average footprint of a synthesized cell landed at approximately 19 sq um. Number of buffers between clock root and the deepest sink landed at 3. Looking at the clock tree report, the H-tree level count equals 3.

At the pin with the least slew margin, the transition time is 0.972 ns. STA classifies the critical path endpoint as an output port. Per the CTS log, the root buffer master is clkbuf_16.
==> worst max-delay path by stage <==
stage / end / slack (ns) / depth (start not counted) / start
after CTS: o_data[4] / 0.16 / 9 / i_addr[0]
after global routing: o_data[3] / 0.02 / 9 / i_addr[0]
final: o_data[0] / 0.15 / 10 / i_addr[3]
==> per-stage QoR <==
step | utilization [%] | instances | worst slack [ns] | instance area, sq um | power, mW
floorplan | - | 2075 | 0.706 | 39100 | 11.5
global placement | 33.8 | 3977 | -0.215 | 43800 | 12.1
detailed placement | 33.8 | 3977 | -0.248 | 43800 | 12.2
CTS | 36.3 | 4159 | 0.162 | 47000 | 20.3
global route | 36.3 | 4159 | 0.0207 | 47000 | 20.8
finish | 36.3 | 4159 | 0.155 | 47000 | 20.2
==> where the power goes <==
part           leakage [nW]  internal, mW  switching [mW]  total [mW]
logic                  5.31         0.456           0.622        1.08
registers              9.22          10.9          0.0241        10.9
clock network          1.53          4.76            3.45        8.21
total                  16.1          16.1            4.10        20.2
==> cells by family (layout without fill, tap and decap cells) <==
kind of cell	Yosys count	in the layout	share of synthesized area, %
AOI/OAI and AO/OA	256	256	4.10
buffers and inverters	126	468	1.85
muxes	512	512	13.1
and+or+nand+nor	157	157	2.30
DFF	1024	1024	78.6
==> Yosys cell counts, drive strengths merged (2+ instances only) <==
cell type	n
or4b	4
mux2i	512
nor3	4
nand3b	4
nor4	64
or3b	3
nor2	29
nand4b	4
buf	103
clkbuf	23
nand3	2
nand2	34
edfxtp	1024
o22ai	256
nand4bb	6
==> routing by layer <==
layer | up-vias | wire length [um] | track usage, %
met4 | 12 | 2320 | 3.26
met5 | - | 203 | 1.13
li1 | 9041 | - | -
met3 | 165 | 16200 | 12.5
met1 | 9712 | 32700 | 17.0
met2 | 1237 | 44600 | 23.3
==> final cells by class <==
type	count	area share, %
clock inverter	56	1.16
sequential	1024	65.4
clock buffer	126	5.53
timing repair buffer	286	6.30
tap	1742	4.64
multi-input combinational	925	16.9
==> timing repair <==
action	CTS	global route
setup endpoints to repair	24	1
buffers inserted	0	0
resized	14	1
==> placed cells by master, fill, tap and decap left out, types with 3 or more instances in the layout <==
cell type	instances
buf_12	51
buf_4	164
bufinv_16	10
clkbuf_1	26
clkbuf_16	100
clkdlybuf4s50_1	65
clkinv_1	29
clkinv_2	12
dlygate4sd2_1	4
edfxtp_1	1024
mux2i_1	512
nand2_1	34
nand3b_1	4
nand4b_1	4
nand4bb_2	6
nor2_4	28
nor3_4	4
nor4_1	58
nor4_2	6
o22ai_1	255
or3b_2	3
or4b_4	4
Power is estimated from default activity; no workload was simulated.
