`flow/design.v`:
```
module mux_2to1
#(parameter DATAWIDTH = 32)
(
    input wire [DATAWIDTH-1:0] inputA, inputB,
    input wire select,
    output wire [DATAWIDTH-1:0] selected_out
);
    assign selected_out = select ? inputA : inputB;
endmodule
module mux_3to1 
#(parameter DATAWIDTH = 32)
(
    input wire [DATAWIDTH-1:0] inputA, inputB, inputC,
    input wire [1:0] select,
    output reg [DATAWIDTH-1:0] selected_out
);
    always @(*)
    casex(select)
        2'b00:
            selected_out = inputA;
        2'b01:
            selected_out = inputB;
        2'b10:
            selected_out = inputC;
        default:
            selected_out = 32'bx;
    endcase
endmodule
module mux_4to1 
#(parameter DATAWIDTH = 32)
(
    input wire [DATAWIDTH-1:0] inputA, inputB, inputC, inputD,
    input wire [1:0] select,
    output reg [DATAWIDTH-1:0] selected_out
);
    always @(*)
    casex(select)
        2'b00:
            selected_out = inputA;
        2'b01:
            selected_out = inputB;
        2'b10:
            selected_out = inputC;
        2'b11:
            selected_out = inputD;
        default:
            selected_out = 32'bx;
    endcase
endmodule
module mux_6to1 
#(parameter DATAWIDTH = 32)
(
    input wire [DATAWIDTH-1:0] inputA, inputB, inputC, inputD, inputE, inputF,
    input wire [2:0] select,
    output reg [DATAWIDTH-1:0] selected_out
);
    always @(*)
    casex(select)
        3'b000:
            selected_out = inputA;
        3'b001:
            selected_out = inputB;
        3'b010:
            selected_out = inputC;
        3'b011:
            selected_out = inputD;
        3'b100:
            selected_out = inputE;
        3'b101:
            selected_out = inputF;
        default:
            selected_out = 32'bx;
    endcase
endmodule
```
`flow/constraint.sdc`:
```
current_design mux_2to1

set clk_period 1.0
set clk_io_pct 0.2

create_clock -name clk0 -period $clk_period

set non_clock_inputs [all_inputs -no_clocks]
set_input_delay [expr $clk_period * $clk_io_pct] -clock clk0 $non_clock_inputs
set_output_delay [expr $clk_period * $clk_io_pct] -clock clk0 [all_outputs]
```
`flow/config.mk`:
```
export PLATFORM = sky130hd
export DESIGN_NAME = mux_2to1
export DESIGN_NICKNAME = mux_2to1
export VERILOG_FILES = /design/flow/design.v
export SDC_FILE = /design/flow/constraint.sdc
export NUM_CORES = 4
export LEC_CHECK = 1
export CORE_AREA = 10 10 71 71
export DIE_AREA = 0 0 81 81
```
`flow/run.sh`:
```
#!/bin/bash
# OpenROAD 26Q1-2900-gdf79404cd8, Yosys 0.63+post, stock flow scripts
make -C /OpenROAD-flow-scripts/flow DESIGN_CONFIG=/design/flow/config.mk WORK_HOME=/design/flow/orfs finish
```
==> results_dict.tcl <==
# implementation run metrics
set metrics [dict create \
    hold_depth 3 \
    synth.distinct_cells 4 \
    slew_violations 0 \
    crit_chain "buf_12 > buf_12 > mux2_4 > buf_6" \
    cp-end-kind "output port" \
    hpwlAfterDp_um 2585 \
    p_leak_nw 0.8382 \
    dr.first_iter.drc_count 4 \
    grt.overflow.total 0 \
    fmax_mhz 922.1 \
    critPathMostFrequentCell "buf_12" \
    firstDrtPassIters 2 \
    via_count 691 \
    rsz0062_at_grt "yes" \
    finalHoldViolCount 0 \
    grt_max_degree 11 \
    setup-tns-final_ps -2264 \
    synthTopCellsByArea "mux2_4 (83%), buf_12 (11%), mux2_2 (4.1%), buf_6 (2.1%)" \
    routedWlPerCell_um 15.24 \
    avgSynthCellArea_um2 15.12 \
    criticalPathCategory "in -> out" \
    core_mm2 0.003633 \
    comb_area_um2 480.5 \
    die_x_um 81 \
    worst_ep_required_time_ps 800 \
    total_power_mw 0.6187 \
    slew_headroom 0.9437 \
    min_path_type "in -> out" \
    antenna_cells 0 \
    route.detailed.drc 0 \
    syn_area_um2 544.3 \
    drv_cap 0 \
    vias_per_cell 3.797 \
    yosysTopAreaCell "mux2_4" \
    synth-area-yosys_um2 544.3 \
    violations "setup timing" \
    seq_cells 0 \
    finalCriticalPeriod_ps 1084 \
    crit_path_max_incr_delay_ps 300 \
    final.setup.worst_slack_ps -84.45 \
    max-vdd-ir-drop_mv 0.1427 \
    nFillCells 380 \
    ys.warnings.count 0 \
    slowest_stage "mux2_4" \
    routed_wl_um 2773 \
    warnings 34 \
    fp.dieArea_mm2 0.006561 \
    arrival_ps 880 \
    synth.most_common_cell "mux2_4" \
    common_cells "mux2_4 (30), buf_12 (3), mux2_2 (2), buf_6 (1)" \
    setup_viol 31 \
    fp-row-count 22 \
    crit_buf_inv 3 \
    antenna_found_initial 0 \
    status "finished, violations left" \
    drive_gt1_frac 0.5224 \
    p_per_area_mw_per_mm2 398.1 \
    fp_util 0.1498 \
    detail-route-antenna-nets 0 \
    io_buffer_count 97 \
    n_clock_buffer 0 \
    grt_pass1_vias 720 \
    place.gp.congestion 0.8561 \
    ys_cells 36 \
    crit_family "buffers and inverters" \
    die_y_um 81 \
    grt_pass1_wl_um 3877 \
    ys_seq_share 0 \
    seqCellArea_um2 0 \
    ios 97 \
    cp-start-kind "primary input" \
    top_area_frac 0.8276 \
    finalClockPeriodUsage 1.084 \
    syn_to_final_growth_pct 185.5 \
    final_core_util 0.4277 \
    worstPathMaxFanout 10 \
    netlist_instances 36 \
    worst-path-stages 4 \
    grt_use_total 0.07333 \
    tightest_slew_ps 84.43 \
]
[placed cells by master, fill, tap and decap left out, drive strengths merged]
master,Yosys,routed
clkdlybuf4s15,0,2
mux2,32,32
dlygate4sd2,0,62
buf,4,38
[stage by stage]
stage               area (um2)  std cells  hold slack, ps  worst slack [ps]
floorplan                544.3         36           497.7             66.90
global placement          1559        180            1259            -522.6
detailed placement        1559        180            1269            -523.4
CTS                       1496        182           752.4            -86.05
global route              1554        182           771.5            -107.4
finish                    1554        182           747.6            -84.45
[per-layer routing]
layer,global-route usage,up-vias,wire (um)
li1,-,333,-
met2,0.1250,50,1376
met3,0.03452,0,338
met4,0,0,0
met1,0.08764,308,1057
met5,0,-,0
[worst paths after layout]
check	slack [ps]	from	endpoint
setup / recovery	-80	select	selected_out[17]
hold / removal	750	select	selected_out[31]
[tightest hold or removal path, delay by kind of cell]
kind | cells | cell delay, ps
multiplexers | 1 | 160
buffers and inverters | 2 | 190
[power breakdown]
group | switching (mW) | total (mW) | internal (mW)
sequential | 0 | 0 | 0
clock | 0 | 0 | 0
combinational | 0.139 | 0.619 | 0.480
[area by class of cell]
| class | count | share of cell area |
|---|---|---|
| timing repair buffer | 102 | 0.6522 |
| multi-input combinational | 32 | 0.3092 |
| tap | 48 | 0.03865 |
[cells by family (layout without fill, tap and decap cells)]
| group | count (synthesis) | count (layout) | share of synthesized area |
|---|---|---|---|
| buffers and inverters | 4 | 102 | 0.1310 |
| muxes | 32 | 32 | 0.8690 |
[timing repair]
item / in CTS / in global routing
buffers inserted: 1 / 0
setup endpoints to repair: 32 / 32
pin swaps: 0 / 0
hold buffers: 0 / 0
gates cloned: 1 / 0
gates resized: 187 / 10
